--- flow/design.v ---
module counter (clear, clock, count);
	parameter N=7;	
	input clear, clock;
	output reg [0:N] count;
	always @(negedge clock)
	if (clear)
		count <=0;	 
	else
		count <= count+1;
endmodule
--- flow/constraint.sdc ---
current_design counter

set clk_period 1.4
set clk_io_pct 0.2

create_clock -name clk0 -period $clk_period [get_ports {clock}]

set non_clock_inputs [all_inputs -no_clocks]
set_input_delay [expr $clk_period * $clk_io_pct] -clock clk0 $non_clock_inputs
set_output_delay [expr $clk_period * $clk_io_pct] -clock clk0 [all_outputs]
--- flow/run.sh ---
#!/bin/bash
# OpenROAD 26Q1-2900-gdf79404cd8, Yosys 0.63+post, stock flow scripts
make -C /OpenROAD-flow-scripts/flow DESIGN_CONFIG=/design/flow/config.mk WORK_HOME=/design/flow/orfs finish
--- flow/config.mk ---
export PLATFORM = sky130hd
export DESIGN_NAME = counter
export DESIGN_NICKNAME = counter
export VERILOG_FILES = /design/flow/design.v
export SDC_FILE = /design/flow/constraint.sdc
export NUM_CORES = 4
export LEC_CHECK = 1
export CORE_AREA = 10 10 70 70
export DIE_AREA = 0 0 80 80
==> impl_metrics.json <==
{
  "cp_slowest_stage_delay_ps": 310,
  "fp.dieH_um": 80,
  "ys.flops": 8,
  "crit_family": "flip-flops",
  "met3_usage_pct": 3.07,
  "yosys.cell_types.count": 15,
  "fin_skew_ps": 10.8,
  "p_seq_share_pct": 44.6,
  "met1_usage_pct": 2.56,
  "cpMaxStageDelayCell": "dfxtp_2",
  "leakagePower_nw": 0.256,
  "status": "finished with violations",
  "path_max_fanout": 2,
  "drc": 0,
  "busiest_layer": "met3",
  "clock_latency_ps": 320,
  "hpwl_um": 636,
  "place_area_um2": 514,
  "hold_class": "reg2reg",
  "cts_buffers": 3,
  "worst_setup_path_start_kind": "flop",
  "crit_chain": "buf_2",
  "simple_gate_share_pct": 23.8,
  "fillerInstances": 392,
  "io_pins": 10,
  "worst-setup-path-type": "reg2out",
  "crit_buf_inv": 1,
  "tool_warnings": 35,
  "grt_usage_pct": 2.53,
  "end_kind": "output pin",
  "flop_area_um2": 170,
  "root_buffer": "clkbuf_4",
  "syn_area_um2": 310,
  "utilization_pct": 15.8,
  "p_int_uw": 389,
  "combPwrFrac_pct": 6.9,
  "die_w_um": 80,
  "synthAdderAreaFrac_pct": 4.03,
  "layout-drive-gt1-share_pct": 47.5,
  "clkSinkCount": 8,
  "synth_xor_xnor_area_share_pct": 8.47,
  "ant_nets": 0,
  "vias": 326,
  "cts_buffer_depth": 2,
  "pwr-share-clk_pct": 48.5,
  "cts_tree": "done",
  "syn_inst": 34,
  "drt-initial-drc-count": 18,
  "rsz0062_at_grt": "true",
  "finalSetupViolCount": 8,
  "fp_util_pct": 9.08,
  "drv_cap": 0,
  "ys_area_um2": 310,
  "routed_wl_um": 849,
  "slew_violations": 0,
  "largest_registers": "count x8",
  "ir_drop_uv": 394,
  "core_um2": 3420,
  "worst_pin_slew_ps": 261,
  "first_global_vias": 316,
  "cp.required_ps": 1120,
  "wl_per_cell_um": 7.93,
  "cp.arrival_ps": 1430,
  "first_pass_iters": 2,
  "ys_cells": 34,
  "power.density_nw_per_um2": 1010,
  "stdcell_area_um2": 539,
  "net-switching-power_uw": 154,
  "dieArea_um2": 6400,
  "top_register": "count",
  "syn2layout_area_growth_pct": 73.8,
  "yosysWarnings": 1,
  "h-tree-depth": 1,
  "grt_pass1_wl_um": 1240,
  "clk_pin_slew_ps": 40,
  "violations": "negative setup slack",
  "synthTopLogicFamily": "simple AND/OR/NAND/NOR gates",
  "rows": 21,
  "fin_ws_ps": -315,
  "viasPerCell": 3.05,
  "grt.overflow.total": 0,
  "n_antenna_cell": 0,
  "ys_sh_aoi_pct": 9.68,
  "ys_sh_mux_pct": 0,
  "sw_frac_of_total_pct": 28.4,
  "logic_area_um2": 143,
  "synth_area_per_cell_um2": 9.13,
  "grt_max_degree": 9,
  "ys_seq_share_pct": 51.6,
  "grt_util_met2_pct": 2.97,
  "cts_hold_buffers": 0,
  "hold_violations": 0,
  "largest_register_ffs": 8,
  "tns_ps": -2450,
  "antenna_found_initial": 0,
  "slew_headroom_pct": 82.6,
  "place_congestion": 0.709,
  "port_buffers": 9
}
[cells in the final DEF (no fill, tap or decap)]
cell type	n
buf_4	9
inv_1	8
dfxtp_2	8
buf_2	8
nor2_1	4
o21ai_0	3
or3_1	3
a21oi_1	3
clkbuf_4	3
xor2_1	2
nand3_1	2
nand2_1	2
xnor2_1	1
nand3_2	1
nand4_1	1
nor2b_1	1
ha_1	1
dlygate4sd2_1	1
[per-layer routing]
metal,part of all wire (%),up-vias
li1,-,169
met1,45,142
met2,40,15
met3,14,0
met4,0,0
met5,0,-
[repair_timing]
action / in CTS / in global routing
endpoints found under the setup margin: 16 / 8
resized: 34 / 0
setup buffers: 1 / 0
gates cloned: 0 / 0
[power by group through the flow]
| stage | logic (mW) | registers, mW | clock network, mW |
|---|---|---|---|
| global route | 0.0422 | 0.243 | 0.310 |
| finish | 0.0376 | 0.242 | 0.263 |
| CTS | 0.0390 | 0.243 | 0.280 |
[cells in the mapped netlist (all sizes together)]
cell type / instances / area share [%]
inv: 1 / 1.2
or3: 3 / 6.0
nor2: 4 / 4.8
dfxtp: 8 / 52
nor2b: 1 / 2.0
clkbuf: 1 / 1.2
xnor2: 1 / 2.8
ha: 1 / 4.0
xor2: 2 / 5.6
o21ai: 3 / 4.8
a21oi: 3 / 4.8
nand2: 2 / 2.4
nand3: 3 / 6.5
nand4: 1 / 2.0
[logic make-up (layout without fill, tap and decap cells)]
kind of cell / Yosys count / after routing
xor gates and xnor gates: 3 / 3
AOI/OAI and AO/OA: 6 / 6
buffers and inverters: 2 / 29
and+or+nand+nor: 14 / 14
DFF: 8 / 8
adders and majority gates: 1 / 1
[layout make-up]
type,count,share of cell area (%)
Sequential cell,8,31.6
Multi-Input combinational cell,24,26.5
Timing Repair Buffer,18,21.6
Tap cell,46,10.7
Clock inverter,8,5.57
Clock buffer,3,4.18
[through the flow]
| stage | hold WS [ps] | worst slack, ps | std cells | total power, mW |
|---|---|---|---|---|
| final | 504 | -315 | 107 | 0.543 |
| after global routing | 534 | -366 | 107 | 0.596 |
| after CTS | 510 | -338 | 107 | 0.562 |
| after detailed placement | 529 | -430 | 96 | 0.330 |
| after global placement | 530 | -408 | 96 | 0.330 |
| after floorplan | 413 | 26.0 | 34 | 0.299 |
[final timing paths]
check                                            to                 from  slack (ps)  cells past startpoint
worst min register to register  count[7]$_SDFF_NP0_  count[7]$_SDFF_NP0_         500                      2
worst max register to register  count[1]$_SDFF_NP0_  count[7]$_SDFF_NP0_         130                      5
worst max-delay path                       count[7]  count[7]$_SDFF_NP0_        -310                      1
worst min-delay path            count[7]$_SDFF_NP0_  count[7]$_SDFF_NP0_         500                      2
Power figures rest on the tool's default switching activity, not on a simulated workload.
