==> config.mk <==
export PLATFORM = sky130hd
export DESIGN_NAME = alu
export DESIGN_NICKNAME = alu
export VERILOG_FILES = /design/flow/design.v
export SDC_FILE = /design/flow/constraint.sdc
export NUM_CORES = 4
export LEC_CHECK = 1
export CORE_UTILIZATION = 40
==> constraint.sdc <==
current_design alu

set clk_period 26.7
set clk_io_pct 0.2

create_clock -name clk0 -period $clk_period

set non_clock_inputs [all_inputs -no_clocks]
set_input_delay [expr $clk_period * $clk_io_pct] -clock clk0 $non_clock_inputs
set_output_delay [expr $clk_period * $clk_io_pct] -clock clk0 [all_outputs]
==> design.v <==
module alu(a,b,alu_sel,alu_out,carryout);
  input [7:0] a,b;                    
  input [3:0] alu_sel;                
  output [7:0] alu_out;               
  output carryout;                    
  reg [7:0] alu_result;
  reg tmp;
  assign alu_out = alu_result;   
  assign  carryout = tmp;
  always @(*)
    begin
      case(alu_sel)
        4'b0000: {tmp,alu_result} = a + b;              
        4'b0001: {tmp,alu_result} = a - b;             
        4'b0010: {tmp,alu_result} = a * b;             
        4'b0011: {tmp,alu_result} = a/b;               
        4'b0100: {tmp,alu_result} = a<<1;              
        4'b0101: {tmp,alu_result} = a>>1;              
        4'b0110: {tmp,alu_result} = {a[6:0],a[7]};     
        4'b0111: {tmp,alu_result} = {a[0],a[7:1]};     
        4'b1000: {tmp,alu_result} = a & b;             
        4'b1001: {tmp,alu_result} = a|b;               
        4'b1010: {tmp,alu_result} = a ^ b;             
        4'b1011: {tmp,alu_result} = ~(a|b);            
        4'b1100: {tmp,alu_result} = ~(a & b);          
        4'b1101: {tmp,alu_result} = ~(a ^ b);          
        4'b1110: {tmp,alu_result} = (a>b)?8'd1:8'd0;   
        4'b1111: {tmp,alu_result} = (a==b)?8'd1:8'd0;  
        default: {tmp,alu_result} = 0 ; 
        endcase
    end
endmodule
==> run.sh <==
#!/bin/bash
# OpenROAD 26Q1-2900-gdf79404cd8, Yosys 0.63+post, stock flow scripts
make -C /OpenROAD-flow-scripts/flow DESIGN_CONFIG=/design/flow/config.mk WORK_HOME=/design/flow/orfs finish
==> results.sh <==
# source this file to load flow results
export IMPL_clock_buffers=0
export IMPL_die_area_um2=12200
export IMPL_drt_first_pass_iters=5
export IMPL_timing_fmax_mhz=42.0
export IMPL_wl_per_cell_um=19.1
export IMPL_nFillCells=1181
export IMPL_syn_area_per_cell_um2=7.16
export IMPL_crit_fanout=19
export IMPL_grt_antenna_before_repair=0
export IMPL_wirelength_mm=15.4
export IMPL_ys_area_um2=4690
export IMPL_fin_total_pwr_mw=0.146
export IMPL_min_path_type="input pin to primary output"
export IMPL_synth_seq_share_pct=0
export IMPL_grt_ovfl_total=0
export IMPL_crit_path_max_incr_delay_ns=0.67
export IMPL_area_growth_pct=9.05
export IMPL_slowest_stage="clkdlybuf4s50_1"
export IMPL_portBuffers=29
export IMPL_route_vias_total=4922
export IMPL_worstHoldStart="alu_sel[2]"
export IMPL_first_global_vias=4477
export IMPL_tool_warnings=51
export IMPL_flops=0
export IMPL_die_h_um=110
export IMPL_ios=29
export IMPL_grt_max_degree=46
export IMPL_hold_viol=0
export IMPL_synth_cell_types=73
export IMPL_yosys_top_cells_area="ha_1, fa_1, inv_1, nor2_1, a21oi_1"
export IMPL_maxCapViolCount=0
export IMPL_critPathRequiredTime_ns=21.36
export IMPL_endpoint_kind="primary output"
export IMPL_crit_arrival_ns=18.46
export IMPL_setup_violations=0
export IMPL_hold_path_depth=6
export IMPL_top_area_share_pct=23.0
export IMPL_most_common_cell="ha_1"
export IMPL_grt_pass1_wl_mm=24.4
export IMPL_antenna_diode_count=0
export IMPL_hold_buffers=0
export IMPL_die_x_um=110
export IMPL_ys_cells=655
export IMPL_critPathKind="input pin to primary output"
export IMPL_common_cells="ha_1, inv_1, nor2_1"
export IMPL_worst_slew_pin_slew_ns=0.820
export IMPL_netlist_area_um2=4690
export IMPL_gp_congestion=0.956
export IMPL_yosys_area_top_type="ha_1"
export IMPL_cts_setup_buffers=0
export IMPL_drc=0
export IMPL_status="complete, no violations"
export IMPL_tns_ns=0
export IMPL_p_per_area_nw_per_um2=28.5
export IMPL_hold_end="alu_out[4]"
export IMPL_relSlewSlack_pct=44.9
export IMPL_hpwlAfterDp_mm=12.2
export IMPL_synth_cells=655
export IMPL_fin_crit_ns=23.80
export IMPL_rows=39
export IMPL_drt_iter0_drc=385
export IMPL_fp_util_pct=41.1
export IMPL_layout_drive_gt1_share_pct=4.65
export IMPL_seqCellArea_um2=0
export IMPL_grt_total_usage_pct=27.0
export IMPL_vdd_drop_max_mv=0.0166
export IMPL_cts_resized=0
export IMPL_via_per_inst=6.08
export IMPL_core_area_um2=11400
export IMPL_critPathLaunchType="input pin"
export IMPL_cpMostUsedCell="ha_1"
export IMPL_yosysWarningCount=1
export IMPL_rsz0062_at_grt="no"
export IMPL_power_leakage_nw=2.24
export IMPL_ant_nets=0
export IMPL_slew_violations=0
export IMPL_finalCritPeriodShare_pct=89.1
-- placed cells by master, fill, tap and decap left out, types with 4 or more instances in the layout --
master / count
mux2_2: 5
a221oi_1: 7
nor3_1: 22
a2111oi_0: 4
inv_1: 67
nand2b_1: 7
nand4_1: 5
mux2i_1: 9
nand3b_1: 4
fa_1: 20
nor2_1: 66
xnor2_1: 18
clkdlybuf4s50_1: 29
or3_1: 6
o21a_1: 13
ha_1: 86
a211o_1: 4
a21o_1: 8
nor2b_1: 10
xor2_1: 13
o21bai_1: 7
buf_4: 7
a211oi_1: 7
nand2_1: 52
o21ai_0: 28
o21ai_1: 7
nor4_1: 5
a31oi_1: 5
a21oi_1: 45
o22ai_1: 13
o211ai_1: 11
o32a_1: 4
nand3_1: 10
-- cell families (layout without fill, tap and decap cells) --
kind of cell	after synthesis	count (layout)	synth area share, %
other	1	1	0.0800
AOI/OAI and AO/OA	206	206	30.8
adders and majority gates	107	107	31.7
buffers and inverters	95	106	7.69
xor gates and xnor gates	32	32	6.27
and+or+nand+nor	198	198	19.7
muxes	16	16	3.76
-- per-stage QoR --
step / util (%) / instances / setup WS, ns / instance area [um^2] / hold slack [ns]
2_1_floorplan: - / 655 / 5.62 / 4690 / 10.86
3_3_place_gp: 44.8 / 809 / 3.44 / 5110 / 12.05
6_report: 44.8 / 809 / 2.90 / 5110 / 12.07
4_1_cts: 44.8 / 809 / 2.93 / 5110 / 12.07
3_5_place_dp: 44.8 / 809 / 2.96 / 5110 / 12.06
5_1_grt: 44.8 / 809 / 1.94 / 5110 / 12.15
-- metal layers --
layer,track usage [%],routed length (um)
met4,6.11,397
met3,3.30,969
met1,42.3,7690
met2,39.4,6350
met5,0,0
-- where the power goes --
group          internal, mW  switching [mW]
clock                     0               0
combinational        0.0632          0.0825
sequential                0               0
total                0.0632          0.0825
-- worst max-delay path, delay by kind of cell --
family | cells | cell delay (ns)
mux | 5 | 1.64
buf+inv | 3 | 1.43
fa+ha+maj | 8 | 2.49
compound gates | 24 | 6.05
simple gates | 7 | 1.45
-- layout make-up --
type	instances	area (um^2)	share of cell area (%)
tap	143	179	3.50
multi-input combinational	560	4330	84.7
inverter	70	263	5.14
timing repair buffer	36	343	6.71
-- how the worst max path moves through the flow --
stage,from,to,slack [ns],cells after the start
final,b[0],alu_out[0],2.90,47
after CTS,b[0],alu_out[0],2.93,47
after global routing,b[0],alu_out[0],1.94,49
Power is estimated from default activity; no workload was simulated.
